`run.sh`:
```
#!/bin/bash
# OpenROAD 26Q1-2900-gdf79404cd8, Yosys 0.63+post, stock flow scripts
make -C /OpenROAD-flow-scripts/flow DESIGN_CONFIG=/design/flow/config.mk WORK_HOME=/design/flow/orfs finish
```
`config.mk`:
```
export PLATFORM = sky130hd
export DESIGN_NAME = MUX4L_32
export DESIGN_NICKNAME = MUX4L_32
export VERILOG_FILES = /design/flow/design.v
export SDC_FILE = /design/flow/constraint.sdc
export NUM_CORES = 4
export LEC_CHECK = 1
export CORE_AREA = 10 10 95 95
export DIE_AREA = 0 0 105 105
```
`constraint.sdc`:
```
current_design MUX4L_32

set clk_period 1.1
set clk_io_pct 0.2

create_clock -name clk0 -period $clk_period

set non_clock_inputs [all_inputs -no_clocks]
set_input_delay [expr $clk_period * $clk_io_pct] -clock clk0 $non_clock_inputs
set_output_delay [expr $clk_period * $clk_io_pct] -clock clk0 [all_outputs]
```
`design.v`:
```
`timescale 1ns / 1ps
module MUX4L_32(
  input [1:0] slc,
  input [31:0] in_0,
  input [31:0] in_1,
  input [31:0] in_2,
  input [31:0] in_3,
  output [31:0] out_0
    );
	assign out_0 = slc[0] ? (slc[1] ? in_3 : in_1) : (slc[1] ? in_2 : in_0);
endmodule
```
==> results.sh <==
# flow metrics
export IMPL_outcome="complete, but fails checks"
export IMPL_violations="negative setup slack"
export IMPL_finalSetupViolCount=32
export IMPL_crit_path_top_delay_cell="mux4_2"
export IMPL_hpwl_um=5815
export IMPL_slowest_delay_ns=0.50
export IMPL_die_h_um=105
export IMPL_final_setup_worst_slack_ns=-0.2462
export IMPL_hold_class="in -> out"
export IMPL_finalSetupTns_ns=-7.113
export IMPL_core_um2=6907
export IMPL_clock_buffers=0
export IMPL_fmax_mhz=742.9
export IMPL_leakage_nw=1.128
export IMPL_hold_viol_final=0
export IMPL_yosys_stat_seqShare_pct=0
export IMPL_rsz0062_at_grt="true"
export IMPL_period_needed_ns=1.346
export IMPL_tool_warnings=35
export IMPL_worstHoldStart="in_3[18]"
export IMPL_initial_utilization_pct=11.79
export IMPL_drt_drc_violations_left=0
export IMPL_end_kind="output port"
export IMPL_wl_um=6769
export IMPL_gp_congestion=0.7702
export IMPL_crit_chain="buf_16 > buf_12 > mux4_2 > buf_2"
export IMPL_report_final_slew_viol_count=0
export IMPL_drt_wirelength_per_cell_um=22.41
export IMPL_peakVddDrop_mv=0.1222
export IMPL_yosys_area_um2=814.5
export IMPL_dieArea_um2=11030
export IMPL_synth_cell_type_count=5
export IMPL_post_place_cells=294
export IMPL_cap_viol_max_count=0
export IMPL_synth_area_um2=814.5
export IMPL_vias_per_cell=4.063
export IMPL_fin_crit_sh_pct=122.4
export IMPL_flops=0
export IMPL_yosys_warnings=0
export IMPL_grt_max_degree=17
export IMPL_critPathArrivalTime_ns=1.13
export IMPL_holdPathEnd="out_0[18]"
export IMPL_grt_pass1_vias=1553
export IMPL_path_class="in -> out"
export IMPL_vias=1227
export IMPL_regArea_um2=0
export IMPL_finalPower_mw=0.7898
export IMPL_worstMarginPinSlew_ns=0.1063
export IMPL_min_path_cells=3
export IMPL_n_fill_cell=764
export IMPL_gr_total_overflow=0
export IMPL_io_buffer_count=162
export IMPL_synthCells=39
export IMPL_rows=30
export IMPL_cts_hold_buf=0
export IMPL_crit_fanout=6
export IMPL_drive_gt1_share_pct=36.95
export IMPL_ioPinCount=162
export IMPL_yosys_stat_cells=39
export IMPL_grt_usage_pct=11.78
export IMPL_syn2layout_area_growth_pct=193.1
export IMPL_drtIter0Drc=5
export IMPL_comb_area_um2=720.7
export IMPL_syn_area_per_cell_um2=20.89
export IMPL_post_route_util_pct=34.57
export IMPL_slew_headroom_pct=92.91
export IMPL_fp_dieW_um=105
export IMPL_grt_pass1_wl_um=9839
export IMPL_drt_pass1_iterations=4
export IMPL_power_density_nw_per_um2=330.8
export IMPL_antenna_found_initial=3
export IMPL_ant_nets=0
export IMPL_finalNonFillerCells=302
export IMPL_cp_start_kind="primary input"
export IMPL_required_ns=0.88
## metrics by stage
step,hold slack (ns),worst slack [ns],cell area (um^2)
after floorplan,0.5264,-0.03162,823.3
after global placement,1.429,-0.8742,2545
after detailed placement,1.438,-0.8574,2545
after CTS,0.9264,-0.2557,2380
after global routing,0.9379,-0.2863,2382
final,0.9208,-0.2462,2387
## power breakdown
part	leakage (nW)	internal, mW	switching [mW]	total [mW]
logic	1.13	0.580	0.210	0.790
clock network	0.0000190	0.000000365	0	0.000000365
registers	0	0	0	0
## timing repair
action,CTS,global route
endpoints found under the setup margin,32,32
buffers inserted,0,0
gates resized,242,0
cloned,5,0
pin swaps,0,0
## worst max-delay path: cells and delay by family
kind	cells	cell delay (ns)
buffers and inverters	3	0.40
muxes	1	0.50
## layout by cell type (no fill, tap or decap), drive strengths merged
cell	count
dlygate4sd2	128
buf	42
diode	3
mux4	32
bufbuf	1
## synthesized netlist by cell type (all sizes together)
library cell | number | area, um^2
buf | 7 | 86.33
mux4 | 32 | 728.2
## cells by family after synthesis
group | count (synthesis) | share of synthesized area (%)
buffers and inverters | 7 | 10.60
muxes | 32 | 89.40
## metal layers
metal	GRT usage (%)	wire, um
met1	13.64	2655
met2	19.22	3059
met3	7.516	1054
met4	0	0
met5	0	0
## layout make-up
cell class / instances / share of cell area [%]
diodes: 3 / 0.3145
well taps: 96 / 5.031
multi-input cells: 32 / 30.19
repair buffers: 171 / 64.47
## how the worst max path moves through the flow
stage / start / to / cells after the start
CTS: slc[1] / out_0[2] / 4
global route: slc[1] / out_0[13] / 4
finish: slc[1] / out_0[2] / 4
Power figures rest on the tool's default switching activity, not on a simulated workload.
