$ cat ./design.v
`timescale 1ns / 1ps
module DM(
  input CLK,
	 	input w_dataMem,            	  
  input [31:0] rw_addr,             
  input [31:0] in_data,         	 
  output reg [31:0] out_data    	
    );
  reg [7:0] mem[0:63];
	integer i;			
	initial
	 begin
		for (i = 0; i < 64; i = i + 1)  mem[i] <= 0;
	 end
	always@(negedge CLK)
	 begin
     if (w_dataMem)		 
		 begin
		  mem[rw_addr] <= in_data[31:24];
			mem[rw_addr + 1] <= in_data[23:16];
			mem[rw_addr + 2] <= in_data[15:8];
			mem[rw_addr + 3] <= in_data[7:0];
		 end
		else							 
		 begin
		  out_data[31:24] <= mem[rw_addr];
			out_data[23:16] <= mem[rw_addr + 1];
			out_data[15:8] <= mem[rw_addr + 2];
			out_data[7:0] <= mem[rw_addr + 3];
		 end
	 end
endmodule
$ cat ./run.sh
#!/bin/bash
# OpenROAD 26Q1-2900-gdf79404cd8, Yosys 0.63+post, stock flow scripts
make -C /OpenROAD-flow-scripts/flow DESIGN_CONFIG=/design/flow/config.mk WORK_HOME=/design/flow/orfs finish
$ cat ./config.mk
export PLATFORM = sky130hd
export DESIGN_NAME = DM
export DESIGN_NICKNAME = DM
export VERILOG_FILES = /design/flow/design.v
export SDC_FILE = /design/flow/constraint.sdc
export NUM_CORES = 4
export LEC_CHECK = 1
export CORE_UTILIZATION = 50
$ cat ./constraint.sdc
current_design DM

set clk_period 25.9
set clk_io_pct 0.2

create_clock -name clk0 -period $clk_period [get_ports {CLK}]

set non_clock_inputs [all_inputs -no_clocks]
set_input_delay [expr $clk_period * $clk_io_pct] -clock clk0 $non_clock_inputs
set_output_delay [expr $clk_period * $clk_io_pct] -clock clk0 [all_outputs]
==> GITHUB_STEP_SUMMARY <==
### Flow metrics

| Metric | Value |
|---|---|
| OpenROAD warning count | `599` |
| Comb. cell area | `34,300 sq um` |
| Final hold violation count | `0` |
| Worst setup timing slack at the placement stage | `2.41 ns` |
| Power share of the sequential group | `0.317` |
| Floorplan Core Area | `~110,000 sq um` |
| Critical Path Sink | `out_data[20]` |
| Headroom to the max-slew limit | `0.109` |
| Vias in the first global route | `roughly 50,000` |
| Global-route wire length before repair | `389,000 um` |
| Cell Rows | `119` |
| Yosys synthesis warning count | `1` |
| Smallest hold slack | `1.13 ns` |
| Capturing point of the worst reg2reg path | `out_data[30]` |
| Number of sinks handled by clock tree synthesis | `544` |
| Type of element launching the critical path | `primary input` |
| Sum of routed wire length over all layers | `285,000 um` |
| Global-route congestion overflow total | `0` |
| Maximum number of pins on one net before global-route repair | `91` |
| Total iterations of the first detailed-routing run | `25` |
| Pleak | `0.0235 uW` |
| Die boundary width | `328 um` |
| Part of the power in combinational logic | `0.246` |
| Number of design rule violations left after detail routing | `0` |
| Unrepaired setup endpoints after global routing | `no` |
| R2R cell count | `4` |
| Number of filler instances in the final layout | `8,797` |
| Post-Synth Simple-Gate Area | `0.123` |
| Fraction of power consumed by the clock network | `0.437` |
| Count of library flops with an enable pin | `~540` |
| Actual slew at the worst max-slew pin | `between 1 and 1.5 ns` |
| Chip Footprint | `roughly 110,000 sq um` |
| Reg area | `16,300 sq um` |
| Most common flop cell mapped by yosys | `edfxtp_1` |
| TritonCTS clock tree | `done` |
| Fraction of the yosys area taken by sequential cells | `0.307` |
| Number of resized instances in the post-cts repair step | `0` |
| Post-detailed-route count of antenna-violating nets | `0` |
| Startpoint of the worst setup timing path | `rw_addr[0]` |
| Internal power summed over all cells | `between 2000 and 2500 uW` |
| Post-CTS Setup Bufs | `0` |
| Floorplan-stage core utilization | `0.505` |
| Portion of netlist area occupied by mux cells | `0.395` |
| Total via count in the routed design | `50,058` |
| Adder and majority gate portion of the synthesized area | `0.00141` |
| Per-instance average area after synthesis | `10.7 sq um` |
| Cell Pwr Density | `56.3 nW/um^2` |
| Max stage delay cell, worst path | `o32ai_1` |
| Crit path max fanout | `90` |
| Number of cells in the yosys synthesis report | `4,980` |
| Cell-by-cell listing of the critical path | `buf_8 > buf_4 > buf_4 > buf_12 > buf_4 > mux2i_1 > a211oi_1 > a2111oi_1 > buf_4 > o32ai_1` |
| Buffer-and-inverter tally for the worst setup path | `6` |
| Origin of the critical flop-to-flop path | `mem[26][6]` |
| Total routing resource utilization after global routing | `0.567` |
| Async S/R FF share, synth | `0` |
| Count of maximum capacitance violations | `0` |
| Worst IR drop on VDD | `between 0.04 and 0.05 mV` |
| Routed WL per cell | `42.0 um` |
| Largest family of logic cells by area | `multiplexers` |
| Synth Instances | `4,980` |
| Cell family with the largest share of critical-path delay | `buffers and inverters` |
| Final slew viol count | `0` |
| Switch share | `0.371` |
| Maximum buffer depth of the clock tree | `3` |
| Max H-tree Level | `3` |
| Number of input and output port buffers inserted | `between 70 and 80` |
| Fraction of the core area covered by cells at the end of the flow | `0.566` |
| Post-CTS Hold Fix Bufs | `0` |
| Worst min-delay path category | `flip-flop to flip-flop` |
| Late-Pin Clk Latency | `about 0.70 ns` |
| Cts bufs inserted | `71` |
| Required time worst endpoint | `between 10 and 15 ns` |
| Type of destination of the critical path | `flip-flop` |
| Area grow syn2layout | `12.2%` |
| Most common cell type on the critical path | `buf_4` |
| Arrival time of the worst setup path | `10.34 ns` |
| Critical path type | `primary input to flip-flop` |
| Final design instance area without fill | `59,700 sq um` |
| Starting DRC count in detailed routing | `5,950` |
| Clock skew after layout | `0.0294 ns` |
| Half-perimeter wire length of the detailed placement result | `197,000 um` |
| Placer congestion estimate | `around 1.1` |
| Fraction of the mapped netlist area in compound gates | `0.117` |
| Distinct lib cells used | `82` |
| Net Switching | `1250 uW` |
| Number of register bits inferred by synthesis | `544` |
| Final TNS setup | `0 ns` |
| Maximum cell stage delay along the critical path | `0.91 ns` |
| Netlist Area Pre-Place | `53,200 sq um` |
| Placement-stage cell area | `55,000 sq um` |
| Post-layout worst setup margin | `between 2 and 3 ns` |
| Cell at the root of the clock tree | `clkbuf_16` |
| Register-to-register path setup slack | `22.87 ns` |
| XOR-XNOR Cells, Area Fraction | `0.00397` |
| Outcome | `complete, no violations` |
| Stages on worst setup path | `10` |
| Fraction of final layout cells with drive strength greater than 1 | `0.257` |
| Number of endpoints failing setup at the final stage | `0` |
| CTS clock-pin slew for the worst setup and hold paths | `0.04 ns` |
| Initial antenna violation count | `27` |
| Chip Height | `between 300 and 400 um` |
| Mean number of vias per cell | `7.38` |
| I/O pin count | `98` |
| Total cell area reported by yosys after synthesis | `53,200 sq um` |
==> tightest hold or removal path: stages (launching register included) <==
cell	delay (ns)
edfxtp_1	0.35
mux4_2	0.23
mux2i_1	0.18
o22ai_1	0.15
or4_1	0.13
==> state kept, by name, indices dropped and copies added (netlist names) <==
signal and cells:
mem 512, out_data 32
==> synthesized netlist by cell type, drive strengths merged (21+ instances only) <==
cell,instances,area share
o21ai,414,0.039
a211oi,131,0.020
mux2,401,0.085
nor3,108,0.012
nor4,21,0.0050
and2,51,0.0060
edfxtp,544,0.31
nor2b,70,0.0082
nor2,196,0.015
o22ai,43,0.0051
buf,287,0.030
clkbuf,307,0.022
a22o,39,0.0064
o21a,34,0.0048
mux2i,611,0.11
mux4,461,0.20
nand4,69,0.0081
nand3,97,0.0093
nand2,672,0.048
o31ai,64,0.0090
a21oi,61,0.0060
a21o,33,0.0047
or3,23,0.0027
==> power by group through the flow <==
stage / Combinational (uW) / Clock, uW / Sequential [uW]
after CTS: 783 / 1490 / 1060
after global routing: 835 / 1590 / 1060
final: 828 / 1470 / 1070
==> metal layers <==
| layer | part of all wire | vias to the layer above | global-route usage |
|---|---|---|---|
| met2 | 0.40 | 4545 | 0.715 |
| met3 | 0.20 | 1049 | 0.444 |
| met4 | 0.075 | 42 | 0.321 |
| met1 | 0.33 | 24279 | 0.688 |
| met5 | 0.0023 | - | 0.0501 |
| li1 | - | 20143 | - |
==> metrics by stage <==
stage / total power [uW] / instances
CTS: 3330 / 6770
detailed placement: 1980 / 6098
global route: 3490 / 6777
global placement: 1970 / 6098
finish: 3360 / 6784
floorplan: 1630 / 4980
==> cell type report <==
| type | count | share of cell area |
|---|---|---|
| Inverter | 16 | 0.00109 |
| Clock buffer | 72 | 0.0302 |
| Timing Repair Buffer | 321 | 0.0427 |
| Multi-Input combinational cell | 3825 | 0.575 |
| Clock inverter | 601 | 0.0473 |
| Sequential cell | 544 | 0.274 |
| Antenna cell | 14 | 0.000587 |
| Tap cell | 1391 | 0.0292 |
==> placed cells by master (no fill, tap or decap), types with 33 or more instances in the layout <==
cell type / n
a21o_1: 33
nand2_1: 664
nor3_1: 96
o31ai_1: 64
mux2i_1: 611
o21a_1: 34
o21ai_0: 371
mux2_2: 401
buf_4: 278
clkdlybuf4s50_1: 33
nor2b_1: 70
inv_1: 559
a22o_1: 38
clkbuf_16: 72
o22ai_1: 43
mux4_2: 461
nand3_1: 95
o21ai_1: 40
a211oi_1: 115
nor2_1: 179
nand4_1: 69
edfxtp_1: 544
a21oi_1: 60
==> worst min-delay path by stage <==
stage	from	end	slack, ns	cells past startpoint
finish	mem[1][4]	out_data[28]	1.13	4
CTS	mem[55][3]	out_data[19]	1.05	5
global route	mem[51][3]	out_data[19]	1.18	5
==> logic make-up after synthesis <==
group	Yosys count
multiplexers	1473
AND-OR/OR-AND	955
flip-flops	544
AND/OR/NAND/NOR	1372
XOR/XNOR	19
adder cells (fa/ha/maj)	6
buffers and inverters	611
Power is estimated from default activity; no workload was simulated.
