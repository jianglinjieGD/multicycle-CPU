**./design.v**
```verilog
module CU(
     input CLK,              			 
     input reset,            			 
  input [5:0] op_instruction,      
  input [5:0] func_instruction,		 
    input zero,             			 
    output reg w_pc,           		 
    output reg slc_ALUB,         	 
    output reg slc_ALUA,           
    output reg[1:0] slc_RFWriteData,   
    output reg w_RF,          		 
    output reg w_dataMem,       	 
  output reg[1:0] op_ext,     		 
  output reg[1:0] slc_pcSrc,       
  output reg[1:0] slc_RFWriteAddr, 
  output reg[3:0] op_ALU       		 
    );
    parameter [2:0] 
        IF    		= 3'b000,
        ID    		= 3'b001,
        EX_MEM		= 3'b010,
  			EX_NO_MEM = 3'b011,
  			EX_NO_WB	=	3'b100,
        MEM_NO_WB	= 3'b101,
        MEM_WB   	= 3'b110,
        WB 				= 3'b111;
    parameter [5:0]
     	add_func  = 6'b100000,
      sub_func 	= 6'b100001, 
      and_func  = 6'b100100, 
      or_func  	= 6'b100101,  
      movn_func = 6'b001011,
      movz_func = 6'b001010,
      sll_func  = 6'b000000,  
      slt_func  = 6'b101010,  
      jr_func   = 6'b001000,  
      addi_op   = 6'b001100,  
      ori_op    = 6'b001101,  
      sw_op  		= 6'b101011,   
      lw_op     = 6'b100011,  
      beq_op    = 6'b000100,   
      j_op  		= 6'b000010,  
      jal_op 		= 6'b000011
  		; 
    reg [2:0] status;
  	initial
    begin
      w_pc <= 0;
      slc_ALUB <= 0;
      slc_ALUA <= 0;
      w_RF <= 0;
      w_dataMem <= 0;
      slc_pcSrc <= 0;
      slc_RFWriteData <= 0;
      slc_RFWriteAddr <= 0;
      op_ALU <= 0;
      status = IF;
    end
    always@(posedge CLK or posedge reset)
     begin
        if (reset)  
         begin
            status = IF;
            w_pc = 0;
            w_RF = 0;
         end
        else
         begin
           case (status)				
                IF:					  
                 begin
                    w_pc = 0;					 
                    w_RF = 0;					 
                    w_dataMem = 0;		 
                    status <= ID;			 
                 end
                ID:
                 begin
                    case (op_instruction)
                      	6'b000000 : 		 
                          begin
                            case (func_instruction)
                              sll_func:
                                begin
                                  op_ext = 2'b00;	 
                                  status = EX_NO_MEM;
                                end
                              jr_func: status = EX_NO_WB;
                              default:	
                                   status = EX_NO_MEM;	 
                            endcase
                          end		 
                        sw_op, lw_op:
                          begin
                            op_ext = 2'b10;		 
                            status = EX_MEM;
                          end
                      	j_op :	status = EX_NO_WB;
                      	jal_op : status = EX_NO_MEM;
                      	addi_op, beq_op :
                          begin
                            op_ext = 2'b10;				 
                            status = EX_NO_MEM;
                          end
                        ori_op :
                          begin
                            op_ext = 01;				 
                            status = EX_NO_MEM;
                          end
                    endcase		
                 end					 
             EX_MEM: 	 
               begin
                 slc_ALUB = 1;		 
                 slc_ALUA = 1;		 
                 op_ALU = 0000;		 
                 if (func_instruction == sw_op) status = MEM_NO_WB;  
                 else status = MEM_WB;		 
               end
             EX_NO_WB:  
               begin
                 if (func_instruction == jr_func) slc_pcSrc = 2'b10;
                 if (op_instruction == j_op) slc_pcSrc = 2'b11;
                 w_pc = 1;
                 status = IF;
               end
             EX_NO_MEM:  
               begin
                 if (op_instruction == 0)		 
                   begin
                     slc_ALUB = 0;					 
                     slc_ALUA = 1;					 
									   case(func_instruction)
                       add_func : op_ALU = 4'b0000;
                       sub_func : op_ALU = 4'b0001;
                       and_func : op_ALU = 4'b0110;
                       or_func  : op_ALU = 4'b0101;
                       movn_func: op_ALU = 4'b1000;
                       movz_func: op_ALU = 4'b1000;
                       slt_func : op_ALU = 4'b0010;
                       sll_func : 
                         begin
                           slc_ALUB = 1;			 
                           op_ALU = 4'b0100;
                         end
                       default: ;							 
                     endcase	     
                   end			 
                 else				 
                   begin
                     slc_ALUB = 1;				 
                     slc_ALUA = 1;				 
                     case(op_instruction)
                       addi_op : op_ALU = 4'b0000;
                       ori_op  : op_ALU = 4'b0101;
                       beq_op  : 
                        begin
                          slc_ALUB = 0;        
                          op_ALU = 4'b0001;
                        end
                       jal_op  : 
                         begin
                           slc_ALUA = 0;
                           op_ALU = 4'b1001;
                         end
                     endcase
                   end				 
               status = WB;		 
             end	 
             MEM_NO_WB :  
               begin
                 w_dataMem = 1; 			 
                 w_pc =  1;          
                 status = IF; 	 
               end
             MEM_WB : 	 
               begin
                 w_dataMem = 0;		 
                 status = WB;	 
               end
             WB :				 
               begin
                 slc_pcSrc = 0;
                 if (op_instruction == lw_op)	 
                   slc_RFWriteData = 2'b01;
                 else if (op_instruction == 0 && func_instruction[5:1] == 5'b00101) 
                   slc_RFWriteData = 2'b10;	  
                 else
                   slc_RFWriteData = 2'b00;	 
                 case (op_instruction)
                   jal_op:	
                    begin
                      slc_pcSrc = 2'b11;					  
                      slc_RFWriteAddr = 2'b00;		 
                    end
                   addi_op, ori_op, lw_op:
                     begin
                       slc_RFWriteAddr = 2'b01; 	  		 
                     end
                   6'b000000: slc_RFWriteAddr = 2'b10; 	 
                   beq_op: slc_pcSrc = zero ? 2'b01 : 2'b00;	 
                 endcase
                 if (func_instruction == movn_func && zero == 1)
                   w_RF = 0;	 
                 else if (func_instruction == movz_func && zero == 0)
                   w_RF = 0;	 
                 else
                   w_RF = 1;		 
                 w_pc = 1; 			 
                 status = IF;  
               end   
           endcase   
         end	   
     end			   
  endmodule
```
**./run.sh**
```bash
#!/bin/bash
# OpenROAD 26Q1-2900-gdf79404cd8, Yosys 0.63+post, stock flow scripts
make -C /OpenROAD-flow-scripts/flow DESIGN_CONFIG=/design/flow/config.mk WORK_HOME=/design/flow/orfs finish
```
**./config.mk**
```make
export PLATFORM = sky130hd
export DESIGN_NAME = CU
export DESIGN_NICKNAME = CU
export VERILOG_FILES = /design/flow/design.v
export SDC_FILE = /design/flow/constraint.sdc
export NUM_CORES = 4
export LEC_CHECK = 1
export CORE_AREA = 10 10 102 102
export DIE_AREA = 0 0 112 112
```
**./constraint.sdc**
```tcl
current_design CU

set clk_period 2.4
set clk_io_pct 0.2

create_clock -name clk0 -period $clk_period [get_ports {CLK}]

set non_clock_inputs [all_inputs -no_clocks]
set_input_delay [expr $clk_period * $clk_io_pct] -clock clk0 $non_clock_inputs
set_output_delay [expr $clk_period * $clk_io_pct] -clock clk0 [all_outputs]
```
==> run_results.csv <==
group,metric,value,unit
clock_tree,cts_sinks,20,
final_timing,final-setup-viol-count,0,
pwr,power,1160,uW
synthesis,top_cell_area_share,0.325,
synthesis,top_area_cell,"edfxtp_1",
routing,dr.pass1.iters,4,
clock_tree,hold_buffers,0,
final_timing,slew_violations,0,
pwr,power_density,578,nW/um2
synthesis,netlist_area,1390,um2
synthesis,synth-edff-count,15,
min_path,hp-class,"flip-flop to flip-flop",
synthesis,top_cells_by_count,"edfxtp_1 (15), nand2_1 (15), nor2_1 (15), nor3_1 (11), o21ai_0 (11)",
synthesis,synth-seq-cells,20,
finish,fin_area,2010,um2
critical_path,r2r_start,"status[0]",
floorplan,fp_util,0.169,
floorplan,die_area,12500,um2
final_timing,fmax,449,MHz
critical_path,crit_type,"primary input to flip-flop",
critical_path,cp_data_arrival_time,2.36,ns
flow_run,drv_cap,0,
global_routing,antenna_found_initial,0,
finish,mi_logic_area,712,um2
placed_design,portBuffers,31,
finish,areaGrowthSynthToFinish,44.8,%
synthesis,yosys_most_used_dff,"edfxtp_1",
routing,drt_iter0_markers,103,
floorplan,die.size.y,112,um
floorplan,io_pins,32,
synthesis,yosysWarningCount,1,
final_timing,slew_headroom,0.671,
global_routing,grt_overflow_total,0,
synthesis,yosys-stat-cells,160,
finish,ff_latch_area,576,um2
critical_path,reg2reg_slack,0.63,ns
critical_path,rr_endpoint,"op_ALU[0]",
clock_tree,clk_pin_slew_worst_paths,0.07,ns
floorplan,chipWidth,112,um
final_timing,timing.final.crit_period,2.23,ns
clock_tree,cts_root_buffer,"clkbuf_8",
finish,final_core_util,0.245,
clock_tree,clk_path_buf_depth,2,
critical_path,start_kind,"primary input",
final_timing,fin_tns_setup,0,ns
routing,routed_wl,4.05,mm
min_path,whs_endpoint,"w_pc",
floorplan,coreArea,8220,um2
routing,vias,1375,
pwr,leakage,0.000732,uW
flow_run,stage_log_warnings,25,
clock_tree,post_cts_resize_count,0,
clock_tree,clk_latency,0.25,ns
final_timing,tightest_slew,0.493,ns
synthesis,synth_chip_area,1390,um2
clock_tree,htreeDepth,1,
global_routing,grt_pass1_wl,6.56,mm
synthesis,topCellsByArea,"edfxtp_1 (32%), dfrtp_1 (9.0%), nand2_1 (4.1%)",
critical_path,critPathMaxFanout,5,
final_timing,hold_violations,0,
final_timing,post-route-period-util,0.928,
critical_path,worstPathRequired,2.54,ns
clock_tree,numCtsBuffers,3,
routing,num_antenna_cells,0,
placed_design,dpl.hpwl,3.23,mm
synthesis,avgSynthCellArea,8.67,um2
min_path,holdPathStages,2,
synthesis,synthArstFlopShare,0.250,
outcome,status,"finished clean",
floorplan,rows,33,
clock_tree,cts_tree,"done",
routing,vias_per_cell,4.38,
finish,drive_above_1_share,0.172,
pwr,ir_drop,0.000160,V
routing,drcViolationCount,0,
global_routing,grt_pass1_vias,1329,
final_timing,whs,0.534,ns
placed_design,placed_area,1950,um2
final_timing,grt_setup_unrepaired,"false",
global_routing,grt_max_degree,17,
routing,antenna_left,0,
routing,wl_per_cell,12.9,um
synthesis,seq_area_frac_synth,0.415,
synthesis,netlist-cell-type-count,43,
critical_path,endpoint_kind,"flip-flop",
min_path,min_from,"w_pc",
global_routing,track_usage,0.0614,
clock_tree,cts_setup_buffers,0,
critical_path,r2r_cells,3,
synthesis,syn_inst,160,
placed_design,finalWeightedCongestion,0.900,
finish,num-fill-cells,887,
final_timing,skew,0.00331,ns
## kinds of logic after synthesis
logic type	share of synthesized area
DFF	0.415
and+or+nand+nor	0.315
xor gates and xnor gates	0.0126
AOI/OAI and AO/OA	0.186
buffers and inverters	0.0721
## how the worst max path moves through the flow
stage | start | to | slack [ns] | depth (start not counted)
6_report | op_instruction[4] | slc_RFWriteData[1] | 0.17 | 6
4_1_cts | op_instruction[4] | slc_RFWriteData[1] | 0.17 | 6
5_1_grt | op_instruction[4] | slc_RFWriteData[1] | 0.13 | 6
## state kept, by name, summed over array words and instances (netlist names)
register,count
op_ALU,4
op_ext,2
slc_ALUA,1
slc_ALUB,1
slc_RFWriteAddr,2
slc_RFWriteData,2
slc_pcSrc,2
status,3
w_RF,1
w_dataMem,1
w_pc,1
## layout make-up
class	count	area share
flip-flops and latches	20	0.286
multi-input cells	119	0.354
well taps	105	0.0654
repair buffers	56	0.248
inverters	10	0.0187
clock buffers	4	0.0274
## power by group
group | leakage [uW] | internal, uW | total [uW] | switching [uW]
Clock | 0.0000288 | 146 | 254 | 108
Combinational | 0.000511 | 204 | 367 | 164
Sequential | 0.000193 | 436 | 540 | 104
## layout by cell type (no fill, tap or decap), drive strengths merged, types with 2 or more instances in the layout
cell type      netlist  layout
edfxtp              15      15
a211oi               2       2
nor3                12      12
dfrtp                5       5
o21bai               2       2
xnor2                2       2
nand3                5       5
buf                  5      25
nor3b                3       3
o21ai               12      12
a21oi               10      10
and2                 3       3
a31oi                3       3
inv                 10      10
clkdlybuf4s50        0      31
nor2                16      16
nor4                 4       4
or3                  2       2
clkbuf               6       4
nand2               15      15
nand4                3       3
a221oi               2       2
or4                  2       2
nor2b                9       9
## layer usage
layer,vias up,global-route usage,routed length (um),part of all wire
met2,56,0.0866,1590,0.39
met5,-,0,0,0
met1,629,0.0874,1930,0.48
met4,0,0.00761,40,0.0099
li1,688,-,-,-
met3,2,0.0266,487,0.12
## per-stage QoR
stage	setup slack (ns)	cells
after floorplan	0.318	160
after global placement	-0.0564	310
after detailed placement	-0.0889	310
after CTS	0.172	314
after global routing	0.127	314
final	0.172	314
## critical path: stages
cell and delay [ns]:
clkdlybuf4s50_1 0.50, or4_4 0.52, nand2b_4 0.18, buf_4 0.15, nor4_1 0.35, buf_4 0.18
Power figures rest on the tool's default switching activity, not on a simulated workload.
